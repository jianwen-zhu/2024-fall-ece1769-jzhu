<file path="/design/flow/constraint.sdc">
current_design dot_product

set clk_period 18.0
set clk_io_pct 0.2

create_clock -name clk0 -period $clk_period [get_ports {ap_clk}]

set non_clock_inputs [all_inputs -no_clocks]
set_input_delay [expr $clk_period * $clk_io_pct] -clock clk0 $non_clock_inputs
set_output_delay [expr $clk_period * $clk_io_pct] -clock clk0 [all_outputs]
</file>
<file path="/design/flow/run.sh">
#!/bin/bash
# OpenROAD 26Q1-2900-gdf79404cd8, Yosys 0.63+post, stock flow scripts
make -C /OpenROAD-flow-scripts/flow DESIGN_CONFIG=/design/flow/config.mk WORK_HOME=/design/flow/orfs finish
</file>
<file path="/design/flow/config.mk">
export PLATFORM = sky130hd
export DESIGN_NAME = dot_product
export DESIGN_NICKNAME = dot_product
export VERILOG_FILES = /design/flow/design.v
export SDC_FILE = /design/flow/constraint.sdc
export NUM_CORES = 4
export LEC_CHECK = 1
export CORE_UTILIZATION = 40
</file>
<file path="/design/flow/design.v">
typedef struct packed {
  reg [3-1:0]      jid;
  reg [2-1:0]  instr; 
  reg [16-1:0]   addr; 
} token;
module cjob_register #(parameter P_ADDR_WIDTH=16)
(
	input clk,
	input rst,
	input load,
	input out_en,
	input token data_in,
	output token data_out
);
token current_job;
always @(posedge clk) begin
	if(rst) begin
		data_out = 0;
		current_job = 0;
	end
	else begin
		if (load) current_job = data_in;
		if(out_en) data_out = current_job;
    end
end
endmodule
module controller #(parameter P_ADDR_WIDTH=8, parameter P_COUNT=100)(
	input clk,
	input rst,
	output reg out_rst,
	output reg ce_0,
	output reg ce_1,
	output reg we_0,
	output reg we_1,
	input  [P_ADDR_WIDTH-1:0] cjob_offset,
	output [P_ADDR_WIDTH-1:0] address_0,
	output [P_ADDR_WIDTH-1:0] address_1,
	input fin_buf_empty,
	output fin_rd_en,
	input fout_buf_full,
	output fout_wr_en,
	output cjob_load_en,
	output cjob_out_en
);
parameter IDLE= 7'b0000001,JOB_LOAD= 7'b0000010,  PREP=7'b0000100, PROCESSING = 7'b0001000, WRITE_BACK=7'b0010000, WAIT_Q=7'b0100000, WRITE_Q=7'b1000000;
reg [6:0] curr_state;
reg [6:0] next_state;
reg [P_ADDR_WIDTH-1:0] counter;
reg [P_ADDR_WIDTH-1:0] offset;
always @(curr_state,fin_buf_empty,counter,fout_buf_full)
begin
	next_state=5'b00000;
	case (curr_state)	
		IDLE:
			if(!fin_buf_empty)
				next_state=IDLE;
			else
				next_state=JOB_LOAD;
		JOB_LOAD:
			next_state=PREP;
		PREP:
			next_state=PROCESSING;
		PROCESSING:
			if(counter<P_COUNT-1+offset)			
				next_state = PROCESSING;
			else
				next_state = WRITE_BACK;
		WRITE_BACK:
			next_state=WAIT_Q;
		WAIT_Q:
			if(!fout_buf_full)
				next_state=WAIT_Q;
			else
				next_state=WRITE_Q;
		WRITE_Q:
			next_state=IDLE;
		default:
			next_state=IDLE;
	endcase
end
always @(posedge clk)       
begin
	if(rst==1)
		curr_state <= IDLE;
	else
		curr_state <= next_state;
end
always @(posedge clk)       
begin
	case(curr_state)
		IDLE:	begin
			out_rst<=0;
			ce_0<=0;
			ce_1<=0;
			we_0<=0;
			we_1<=0;
			counter <= 0;
			fin_rd_en<=0;
			fout_wr_en<=0;
			cjob_load_en<=0;
			cjob_out_en<=0;
			offset<=0;
			end
		JOB_LOAD:
			begin
			fin_rd_en<=1;
			end
		PREP:
			begin
			fin_rd_en<=0;
			ce_0<=1;
			ce_1<=1;
			we_0<=0;
			we_1<=0;
			cjob_load_en<=1;
			counter<=cjob_offset;
			offset<=cjob_offset;
			end
		PROCESSING:
			begin
			cjob_load_en<=0;
			out_rst<=1;
			counter<= counter+1;
			end
		WRITE_BACK:
			begin
			ce_1<=0;
			we_0<=1;
			counter<=counter+P_COUNT;
			end
		WAIT_Q:
			begin
			ce_0<=0;
			counter<=0;
			end
		WRITE_Q:
			begin
			fout_wr_en<=1;
			cjob_out_en<=1;
			end
		default:
			begin
			end
	endcase
end
assign address_0 = counter<<2;
assign address_1 = (counter+P_COUNT)<<2;
endmodule
module datapath #(parameter P_WIDTH=32)(
	input [P_WIDTH-1:0] input_a,
	input [P_WIDTH-1:0] input_b,
	input clk,
	input rst,
	output [P_WIDTH-1:0] out
	);
wire [P_WIDTH-1:0] mult_result;
wire [P_WIDTH-1:0] adder_out;
reg [P_WIDTH-1:0] adder_out_reg;
assign mult_result = input_a * input_b;
assign adder_out  = adder_out_reg + mult_result;
assign out = adder_out_reg;
always @(posedge clk)
 if (rst ==1) 
	adder_out_reg <= adder_out;
 else
	adder_out_reg <= 0;
endmodule
module dot_product (
	input ap_clk,
	input ap_rst,
	output [16-1:0]  	memory_Addr_A,
	output 						memory_EN_A,
	output 						memory_WEN_A,
	output [32-1:0]	memory_Din_A,
	input  [32-1:0] 	memory_Dout_A,
	output 						memory_Clk_A,
	output 						memory_Rst_A,
	output [16-1:0]  	memory_Addr_B,
	output 						memory_EN_B,
	output 						memory_WEN_B,
	output [32-1:0]	memory_Din_B,
	input  [32-1:0] 	memory_Dout_B,
	input 						memory_Clk_B,
	input 						memory_Rst_B,
	input 						fifo_in_empty_n,
	input  token			 	fifo_in_dout,
	output 						fifo_in_read,
	input 						fifo_out_full_n,
	output 						fifo_out_write,
	output token				fifo_out_din
);
	wire 						internal_rst;
	wire 						cjob_load_en;
	wire 						cjob_out_en;
	wire [16-1:0] 		job_offset;
datapath #(32) dp(
	.input_a(memory_Dout_A), 
	.input_b(memory_Dout_B), 
	.clk(ap_clk), 
	.rst(internal_rst), 
	.out(memory_Din_A)
);
controller #(16, 100) ctrl(
	.clk(ap_clk),
	.rst(ap_rst),
	.out_rst(internal_rst),
	.ce_0(memory_EN_A),
	.ce_1(memory_EN_B),
	.we_0(memory_WEN_A),
	.we_1(memory_WEN_B),
	.cjob_offset(job_offset),
	.address_0(memory_Addr_A),
	.address_1(memory_Addr_B),
	.fin_buf_empty(fifo_in_empty_n),
	.fin_rd_en(fifo_in_read),
	.fout_buf_full(fifo_out_full_n),
	.fout_wr_en(fifo_out_write),
	.cjob_load_en(cjob_load_en),
	.cjob_out_en(cjob_out_en)
);
cjob_register cjob_reg(
	.clk(ap_clk),
	.rst(ap_rst),
	.load(cjob_load_en),
	.out_en(cjob_out_en),
	.data_in(fifo_in_dout),
	.data_out(fifo_out_din)
);
assign job_offset = fifo_in_dout.addr;
endmodule
</file>
==> results.py <==
# Flow results
metrics = {
    "outcome": {
        "status": "finished clean",
    },
    "routing": {
        "detail_route.first_pass.iterations": 17,
        "highest_routing_layer_actually_used": "met5",
        "detail_route.wirelength.met1_um": 22220,
        "drt-wirelength-per-cell_um": 16.71,
        "detailroute.wirelength.met2_um": 26500,
        "dr_total_vias": 15870,
        "drtIter0Drc": 517,
        "totalWireLength_um": 55070,
        "viasPerCell": 4.816,
        "diodes": 0,
        "met3_wl_post_dr_um": 5574,
        "detail_route.drc_violations": 0,
        "drt.antenna.violating_nets": 0,
    },
    "synth": {
        "yosys-top-cells-count": "sky130_fd_sc_hd__inv_1, sky130_fd_sc_hd__fa_1, sky130_fd_sc_hd__nand2_1, sky130_fd_sc_hd__and2_1, sky130_fd_sc_hd__ha_1",
        "synth.cell_area_mm2": 0.02223,
        "synth-async-reset-ratio_pct": 0,
        "yosys_warnings": 47,
        "synth-seq-area-share_pct": 12.56,
        "synthCells": 2430,
        "synth-edff-count": 39,
        "topCellsByArea": "sky130_fd_sc_hd__fa_1, sky130_fd_sc_hd__inv_1, sky130_fd_sc_hd__and2_1",
        "yosysChipArea_mm2": 0.02223,
        "synth-cells-yosys": 2430,
        "yosysMostFrequentCell": "sky130_fd_sc_hd__inv_1",
        "synthesis.area_per_instance_um2": 9.148,
        "synth_flop_count": 120,
        "netlist.area_leader.share_pct": 39.44,
        "largest_area_cell": "sky130_fd_sc_hd__fa_1",
        "ys_types": 66,
        "postSynth.topFlopCell": "sky130_fd_sc_hd__dfxtp_1",
    },
    "final_timing": {
        "clock-skew-final_ns": 0.01603,
        "timing.final.setup_violations": 0,
        "crit_share_post_route_pct": 60.25,
        "fmaxAchievable_ghz": 0.09222,
        "max_transition_viols_final": 0,
        "rsz0062_at_grt": "false",
        "final-hold-violation-count": 0,
        "fin_tns_setup_ns": 0,
        "timing.slew.headroom_pct": 48.14,
        "period_needed_ns": 10.84,
        "worst_slew_pin_slew_ns": 0.7755,
    },
    "cells_and_area": {
        "number_of_cells_in_the_finished_layout_apart_from_fillers": 3295,
        "flow.area_growth_from_synthesis_pct": 12.96,
        "fillers": 5161,
        "utilization_pct": 45.67,
        "post_route_cells_drive_above_1_share_pct": 3.416,
        "sequential_standard_cell_area_mm2": 0.002793,
        "max_reg_flops": 32,
        "area.combinational_mm2": 0.01681,
    },
    "clock_network": {
        "tritoncts.num_buffers": 17,
        "cts_resized": 0,
        "cts_tree": "built",
        "cts_num_sinks": 120,
        "cts.reportedPaths.clkPinSlew_ns": 0.07,
        "cts_root_buffer": "sky130_fd_sc_hd__clkbuf_16",
        "ctsHoldBuffers": 0,
        "max-clock-path-buffers": 2,
        "worstSkewPairLatency_ns": 0.47,
        "htree_levels": 4,
        "cts_post_setup_buffers_inserted": 0,
    },
    "critical_path": {
        "timing.critical_path.required_ns": 18.34,
        "crit_chain": "clkdlybuf4s50_1 -> nand2_1 -> fa_1 -> fa_1 -> inv_1 -> fa_1 -> inv_1 -> fa_1 -> inv_1 -> fa_1 -> inv_1 -> fa_1 -> fa_1 -> fa_1 -> inv_1 -> ha_1 -> a2111oi_4 -> o21ai_2 -> a41oi_2 -> o2111ai_2 -> nor4b_4 -> a2111oi_4 -> xor2_1 -> nor2_1",
        "critPathMaxFanout": 12,
        "timing.critical_path.arrival_ns": 11.19,
        "cp-end-kind": "register",
        "crit_path_start_kind": "primary input",
        "reg2reg_slack_ns": 11.00,
        "worst_path_most_repeated_cell": "sky130_fd_sc_hd__fa_1",
        "crit_path_top_delay_cell": "sky130_fd_sc_hd__clkdlybuf4s50_1",
        "critical-path-max-stage-delay_ns": 0.93,
        "worst-setup-path-type": "primary input to register",
    },
    "global_route": {
        "grt_util_all_layers_pct": 22.14,
        "grt_pass1_vias": 17160,
        "grt_start_max_net_pins": 50,
        "grt_antenna_before_repair": 1,
        "grt.overflow.total": 0,
        "wire_length_of_the_first_global_routing_pass_um": 91480,
    },
    "floorplanning": {
        "fp_rows": 86,
        "design.die.area_mm2": 0.05652,
        "floorplan.io_pins": 216,
        "die_width_um": 237.7,
        "chipHeight_um": 237.7,
        "initial_utilization_pct": 40.43,
        "coreArea_mm2": 0.05499,
    },
    "place": {
        "routabilityCongestion": 0.9162,
        "dp_cells": 3263,
        "place.port_buffers": 174,
        "place.detailed.hpwl_um": 43350,
    },
    "min_path": {
        "min-delay-path-class": "register to register",
    },
    "run": {
        "drv.max_cap_violation_count": 0,
        "log.warning_count": 27,
    },
}
cell usage in the layout (no fill, tap or decap), drive strengths merged, types with 3 or more instances in the layout:
cell type and count:
nand4 8, nand3 14, fa 438, buf 40, and3 9, nor2b 5
and2 295, nor3b 6, o21ai 25, o21a 10, mux2i 23, a221o 6
a221oi 3, clkdlybuf4s50 174, or2 3, xnor2 72, a21oi 34, a21o 16
nand2 300, ha 142, o2111ai 4, xor2 35, or3 5, a31oi 5
clkbuf 18, inv 525, nand2b 9, nor3 12, clkinv 3, conb 39
dfxtp 81, a211oi 27, nor2 84, edfxtp 39, a22o 3, o211ai 3
layer usage:
layer,vias to the layer above,global-route usage [%]
li1,7361,-
met1,7884,30.35
met2,568,35.02
met3,55,9.425
met4,2,2.581
met5,-,0.2597
worst paths after layout:
| kind | start | endpoint | depth (start not counted) |
|---|---|---|---|
| setup reg to reg | dp.adder_out_reg[20] | dp.adder_out_reg[31] | 23 |
| hold / removal | ctrl.curr_state[1] | ctrl.fout_wr_en | 0 |
| setup / recovery | memory_Dout_A[20] | dp.adder_out_reg[31] | 24 |
| hold reg to reg | ctrl.curr_state[1] | ctrl.fout_wr_en | 0 |
kinds of logic after synthesis:
logic type / after synthesis / share of synthesized area, %
AND/OR/NAND/NOR: 758 / 17.04
buffers and inverters: 682 / 12.46
adder cells (fa/ha/maj): 580 / 47.44
AND-OR/OR-AND: 158 / 5.128
flip-flops: 120 / 12.56
XOR/XNOR: 108 / 4.317
multiplexers: 23 / 1.036
other: 1 / 0.01687
worst max-delay path, delay by kind of cell:
family | cells | cell delay, ns
XOR/XNOR | 1 | 0.19
buffers and inverters | 6 | 1.18
AND-OR/OR-AND | 5 | 1.34
AND/OR/NAND/NOR | 3 | 0.44
adder cells (fa/ha/maj) | 9 | 4.44
layout make-up:
class / count / area share, %
Timing Repair Buffer: 214 / 8.132
Sequential cell: 120 / 11.12
Clock inverter: 14 / 0.5879
Multi-Input combinational cell: 1666 / 66.94
Inverter: 515 / 7.698
Clock buffer: 18 / 1.794
Tap cell: 748 / 3.727
per-stage QoR:
| stage | cell area (µm²) | hold WS, ns | worst slack, ns |
|---|---|---|---|
| 6_report | 25110 | 0.4601 | 7.156 |
| 5_1_grt | 25110 | 0.4756 | 6.902 |
| 4_1_cts | 25110 | 0.4574 | 7.135 |
| 3_5_place_dp | 24510 | 0.4396 | 6.666 |
| 3_3_place_gp | 24510 | 0.4338 | 6.660 |
| 2_1_floorplan | 22370 | 0.4064 | 7.727 |
